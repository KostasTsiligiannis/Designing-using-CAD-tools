===== ./config.mk =====
export PLATFORM = sky130hd
export DESIGN_NAME = eight
export DESIGN_NICKNAME = eight
export VERILOG_FILES = /design/flow/design.v
export SDC_FILE = /design/flow/constraint.sdc
export NUM_CORES = 4
export LEC_CHECK = 1
export CORE_UTILIZATION = 30

===== ./constraint.sdc =====
current_design eight

set clk_period 2.9
set clk_io_pct 0.2

create_clock -name clk0 -period $clk_period [get_ports {clk}]

set non_clock_inputs [all_inputs -no_clocks]
set_input_delay [expr $clk_period * $clk_io_pct] -clock clk0 $non_clock_inputs
set_output_delay [expr $clk_period * $clk_io_pct] -clock clk0 [all_outputs]

===== ./design.v =====
module kbd_protocol (reset, clk, ps2clk, ps2data, scancode);
  input        reset, clk, ps2clk, ps2data;
  output [7:0] scancode;
  reg    [7:0] scancode;
  reg    [7:0] ps2clksamples;  
  always @(posedge clk or posedge reset)
    if (reset) ps2clksamples <= 8'd0;
      else ps2clksamples <= {ps2clksamples[7:0], ps2clk};
  wire fall_edge;  
  assign fall_edge = (ps2clksamples[7:4] == 4'hF) & (ps2clksamples[3:0] == 4'h0);
  reg    [9:0] shift;    
  reg    [3:0] cnt;      
  reg          f0;       
  always @(posedge clk or posedge reset)
    if (reset) 
      begin
        cnt    <= 4'd0;
        scancode <= 8'd0;
        shift    <= 10'd0;
        f0       <= 1'b0;
      end  
     else if (fall_edge)
         begin
           if (cnt == 4'd10)  
             begin
               cnt <= 0;
               if ((shift[0] == 0) && (ps2data == 1) && (^shift[9:1]==1))  
                 begin
                   if (f0)  
                     begin
                       scancode <= shift[8:1];
                       f0 <= 0;
                     end
                    else if (shift[8:1] == 8'hF0) f0 <= 1'b1;
                 end  
             end
            else
             begin
               shift <= {ps2data, shift[9:1]};  
               cnt <= cnt+1;
             end
         end
endmodule
module scan_2_7seg (scan, ss);
  input  [7:0] scan;
  output [7:0] ss;
  assign ss = (scan == 8'h45) ? 8'b01111110 :
              (scan == 8'h16) ? 8'b00110000 :
              (scan == 8'h1E) ? 8'b01101101 :
              (scan == 8'h26) ? 8'b01111001 :
              (scan == 8'h25) ? 8'b00110011 :
              (scan == 8'h2E) ? 8'b01011011 :
              (scan == 8'h36) ? 8'b01011111 :
              (scan == 8'h3D) ? 8'b01110010 :
              (scan == 8'h3E) ? 8'b01111111 :
              (scan == 8'h46) ? 8'b01111011 : 8'b10000000 ;
endmodule 
module eight (reset, clk, ps2clk, ps2data, left);
  input        reset, clk;
  input        ps2clk, ps2data;
  output [7:0] left;
  wire   [7:0] scan;
  kbd_protocol kbd (reset, clk, ps2clk, ps2data, scan);
  scan_2_7seg  lft (scan, left);
endmodule

===== ./run.sh =====
#!/bin/bash
# OpenROAD 26Q1-2900-gdf79404cd8, Yosys 0.63+post, stock flow scripts
make -C /OpenROAD-flow-scripts/flow DESIGN_CONFIG=/design/flow/config.mk WORK_HOME=/design/flow/orfs finish

==> Changelog: implementation <==
## Implementation

- Yosys stat area: 1570 um^2
- Total half-perimeter wirelength after legalization and detailed placement: 1.77 mm
- Antenna diode count: 0
- Final routed wire length divided by cell count: 12.2 um
- Die boundary height: 74.4 um
- Number of primary I/O pins: 12
- Horiz. Die Dim: 74.4 um
- TritonCTS clock tree: built
- Post-route total power: 0.000833 W
- Number of global-route vias before repair: 972
- Post-Route WL: 2.67 mm
- Syn Std Cell Area: 1570 um^2
- Total number of vias: 1056
- Die ar.: 5540 um^2
- Worst-case vdd ir drop: 335 uV
- Count of placed standard cells in the final layout, fillers left out: 219
- Commonest cells after routing, fill and taps aside: dfrtp_1 (28), mux2_2 (17), clkdlybuf4s50_1 (10)
- Mux cell area share: 16.6%
- Yosys warnings: 1
- Combinational share of power: 2.7%
- Distinct cell type count of the synthesized netlist: 37
- Hold crit path type: register to register
- Count of port buffers added during placement: 11
- Seq/Total Area, Yosys: 49.3%
- Switching part of the total power: 19.8%
- Fmax achieved: 0.359 GHz
- Launch point of the worst hold path: kbd.ps2clksamples[5]
- Log Warnings: 25
- AO/OA Area Share: 8.43%
- GRT Resource Usage Total: 10.7%
- CTS clk-pin slew, worst paths: 0.06 ns
- Antenna violations before repair: 0
- Result of the run: finished clean
- Comb area leader: multiplexers
- Yosys cell count: 130
- Final setup violating endpoints: 0
- Flop and latch count out of synthesis: 31
- Type of element capturing the critical path: output pin
- Core Box Area: 4880 um^2
- Crit path arrival time: 2.21 ns
- Final Max Tran Viols: 0
- Clock Sinks: 31
- Later-pin clock latency in the skew report: 0.28 ns
- Cell-internal power: 0.000667 W
- First-pass GRT wire length: 4.53 mm
- Share of the core filled with cells in the final layout: 39.9%
- Layout cell share with drive strength beyond 1: 29.6%
- Total grt overflow: 0
- Layout filler cell count: 460
- Most common cell after layout, fill and taps aside: dfrtp_1
- Register share of total power: 53.9%
- Area growth from synthesis to layout: 23.8%
- Worst Hold Endpoint: kbd.ps2clksamples[6]
- Cell at the root of the clock tree: clkbuf_8
- Via-to-Cell Ratio: 4.82
- Worst clock skew on the final layout: 0.00532 ns
- Total clock buffers created by CTS: 5
- Number of failing hold endpoints at the final stage: 0
- Share of the synthesized netlist area taken by xor and xnor gates: 3.66%
- Launch point of the worst reg-to-reg path: kbd.ps2clksamples[1]
- Number of H-tree levels: 2
- Type of element launching the critical path: register
- Period Utilization, post-route: 96.1%
- Cell-by-cell trace of the critical path: buf_12, nor4b_1, buf_4, a32oi_1, mux2_2, o21ai_1, clkdlybuf4s50_1
- Post-route antenna net violation count: 0
- Initial DRC count: 39
- Areal power density over the cells: 427 nW/um^2
- Number of max-capacitance violations reported: 0
- Flop-to-flop setup slack: 0.76 ns
- Master of the slowest instance on the critical path: clkdlybuf4s50_1
- Worst setup path class: register to output pin
- First drt pass iteration count: 4
- Clock power frac: 43.4%
- Switching power summed over all nets: 0.000165 W
- Static leakage: 0.903 nW
- Required time of the critical path: 2.32 ns
- Depth of the worst register-to-register path: 4
- Routability Congestion: 0.815
- Number of buffers on the longest clock path: 2
- Critical register-to-register path endpoint: kbd.shift[4]
- Remaining design rule violation count: 0
- Adder and majority gate portion of the synthesized area: 3.18%
- Placed Cells incl. Taps: 207
- Post-synthesis instance total: 130
- Crit path time final: 2.79 ns
- Maximum cell stage delay along the critical path: 0.47 ns
- Relative slew slack: 61.3%
- Min-Delay Path Depth: 0
- Mean cell area of the mapped netlist: 12.1 um^2
- Slew @ Worst Pin: 0.580 ns
- AND/OR/NAND/NOR Cells, Area Fraction: 16.0%
- Maximum fanout along the worst path: 6
- Placement row count: 25
- Pin count of the biggest net entering global routing: 32
- Floorplan core density: 32.3%
-- sequential cells by signal, indices dropped and copies added, names as in the netlist --
| register | cells |
|---|---|
| kbd.f0 | 1 |
| kbd.shift | 10 |
| kbd.cnt | 4 |
| kbd.scancode | 8 |
| kbd.ps2clksamples | 8 |
-- metal layers --
| layer | up-vias | track usage (%) | routed length [um] | part of all wire [%] |
|---|---|---|---|---|
| met5 | - | 0 | 0 | 0 |
| met4 | 0 | 1.47 | 20 | 0.75 |
| met3 | 2 | 2.88 | 140 | 5.2 |
| met2 | 25 | 16.6 | 1160 | 43 |
| met1 | 515 | 16.0 | 1360 | 51 |
| li1 | 514 | - | - | - |
-- stage by stage --
| step | setup TNS, ns | hold WS [ns] | area (um^2) | setup WS (ns) |
|---|---|---|---|---|
| after floorplan | 0 | 0.353 | 1570 | 0.792 |
| after global placement | 0 | 0.361 | 1770 | 0.337 |
| after detailed placement | 0 | 0.362 | 1770 | 0.251 |
| after CTS | 0 | 0.375 | 1880 | 0.00235 |
| after global routing | -0.0131 | 0.392 | 1950 | -0.0131 |
| final | 0 | 0.373 | 1950 | 0.113 |
-- what timing repair did --
item | 4_1_cts | 5_1_grt
hold buffers | 0 | 0
setup buffers | 0 | 5
setup endpoints to repair | 3 | 6
gates cloned | 0 | 0
pin swaps | 0 | 4
gates resized | 1 | 9
-- how the worst max path moves through the flow --
stage                   start  endpoint  slack, ns  cells after the start
finish        kbd.scancode[6]   left[4]       0.11                      7
global route  kbd.scancode[6]   left[4]      -0.01                      5
CTS           kbd.scancode[1]   left[5]      0.002                      5
-- cell usage after synthesis --
cell type / count / area share (%)
a211oi_1: 1 / 0.48
a21oi_1: 6 / 1.9
a221o_1: 1 / 0.64
a22o_1: 1 / 0.56
a32oi_1: 1 / 0.56
and3b_1: 2 / 1.1
buf_4: 1 / 0.48
clkbuf_1: 3 / 0.72
dfrtp_1: 31 / 49
ha_1: 4 / 3.2
inv_1: 7 / 1.7
mux2_2: 17 / 12
mux2_4: 2 / 1.9
mux2i_1: 4 / 2.5
nand2_1: 8 / 1.9
nand2b_1: 2 / 0.79
nand3_1: 2 / 0.64
nand4_1: 2 / 0.79
nand4_4: 1 / 1.4
nor2_1: 4 / 0.95
nor2b_1: 1 / 0.40
nor3_4: 1 / 1.0
nor3b_1: 2 / 0.95
nor4b_1: 2 / 1.1
nor4b_2: 1 / 0.95
nor4bb_1: 1 / 0.64
o2111ai_1: 1 / 0.56
o211a_1: 1 / 0.64
o21ai_0: 8 / 2.5
o31a_1: 1 / 0.56
or2_2: 2 / 0.79
or3_1: 1 / 0.40
or4_4: 1 / 0.72
or4bb_1: 2 / 1.4
xnor2_1: 2 / 1.1
xnor3_1: 1 / 1.4
xor2_1: 2 / 1.1
-- area by class of cell --
type,instances,area (um^2),area share [%]
flip-flops and latches,31,779,40.0
inverters,7,26.3,1.35
multi-input cells,88,781,40.1
well taps,67,83.8,4.30
repair buffers,18,178,9.12
clock buffers,8,100,5.14
-- kinds of logic after synthesis --
family,count (synthesis)
muxes,23
and+or+nand+nor,35
buffers and inverters,11
AOI/OAI and AO/OA,21
adders and majority gates,4
xor gates and xnor gates,5
DFF,31
-- critical path: cells and delay by family, from the launching register on --
kind                   cells  cell delay (ns)
muxes                      1             0.30
DFF                        1             0.43
AOI/OAI and AO/OA          2             0.13
and+or+nand+nor            1             0.27
buffers and inverters      3             0.79
-- power groups by stage --
| stage | clock [W] | combinational (W) | sequential [W] |
|---|---|---|---|
| CTS | 0.000373 | 0.0000239 | 0.000448 |
| finish | 0.000361 | 0.0000229 | 0.000448 |
| global route | 0.000397 | 0.0000264 | 0.000450 |
Power figures rest on the tool's default switching activity, not on a simulated workload.
