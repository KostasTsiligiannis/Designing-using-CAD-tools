==> /design/flow/design.v <==
module cnt25 (reset, clk, enable, clkdiv25);
input reset, clk, enable;
output clkdiv25;
reg [5:0] cnt;
assign clkdiv25 = (cnt==5'd24);
always @(posedge reset or posedge clk)
if (reset) cnt <= 0;
else if (enable)
if (clkdiv25) cnt <= 0;
else cnt <= cnt + 1;
endmodule
module cnt8b (reset, clk, enable, clkdiv256);
input reset, clk, enable;
output clkdiv256;
reg [7:0] cnt;
assign clkdiv256 = (cnt==8'd255);
always @(posedge reset or posedge clk)
if (reset) cnt <= 0;
else if (enable) cnt <= cnt + 1;
endmodule
module OneHertz(reset, clk, en_nxt);
input clk, reset;
output en_nxt;
wire clk1Hz;
wire first, second, third, fourth;
cnt25 i0 (reset, clk, 1'b1, first);
cnt25 i1 (reset, clk, first, second);
cnt25 i2 (reset, clk, first & second, third);
cnt25 i3 (reset, clk, first & second & third, fourth);
cnt8b i4 (reset, clk, first & second & third & fourth, clk1Hz);
assign en_nxt = first & second & third & fourth & clk1Hz;
endmodule
==> /design/flow/run.sh <==
#!/bin/bash
# OpenROAD 26Q1-2900-gdf79404cd8, Yosys 0.63+post, stock flow scripts
make -C /OpenROAD-flow-scripts/flow DESIGN_CONFIG=/design/flow/config.mk WORK_HOME=/design/flow/orfs finish
==> /design/flow/config.mk <==
export PLATFORM = sky130hd
export DESIGN_NAME = OneHertz
export DESIGN_NICKNAME = OneHertz
export VERILOG_FILES = /design/flow/design.v
export SDC_FILE = /design/flow/constraint.sdc
export NUM_CORES = 4
export LEC_CHECK = 1
export CORE_UTILIZATION = 30
==> /design/flow/constraint.sdc <==
current_design OneHertz

set clk_period 4.0
set clk_io_pct 0.2

create_clock -name clk0 -period $clk_period [get_ports {clk}]

set non_clock_inputs [all_inputs -no_clocks]
set_input_delay [expr $clk_period * $clk_io_pct] -clock clk0 $non_clock_inputs
set_output_delay [expr $clk_period * $clk_io_pct] -clock clk0 [all_outputs]
==> flow_metrics.env <==
# implementation run metrics
export IMPL_route_vias_total=1106
export IMPL_hold_path_class="reg -> reg"
export IMPL_synth_warnings=2
export IMPL_cts_buffers=5
export IMPL_ys_area_sq_um=1802
export IMPL_place_area_sq_um=1872
export IMPL_drt_wl_total_microns=2747
export IMPL_cts_sinks=32
export IMPL_cts_hold_buf=0
export IMPL_cts_buffer_depth=2
export IMPL_dp_cells=229
export IMPL_drc=0
export IMPL_p_leak_nw=0.9982
export IMPL_clock_latency_ps=280
export IMPL_final_hold_violation_count=0
export IMPL_drt_iter0_markers=74
export IMPL_fp_util=0.3194
export IMPL_seqPwrFrac=0.507
export IMPL_fin_crit_sh=0.7889
export IMPL_ys_seq_frac=0.4444
export IMPL_overflow=0
export IMPL_critPathLaunch="i3.cnt[0]"
export IMPL_worstSetupPathType="reg -> out"
export IMPL_port_buffers=2
export IMPL_drive_above_1_share=0.1636
export IMPL_detailed_place_hpwl_microns=1803
export IMPL_fin_crit_ps=3156
export IMPL_place_gp_congestion=0.7505
export IMPL_grt_use_total=0.1037
export IMPL_grt_pass1_vias=1080
export IMPL_instances_no_fill=237
export IMPL_cp_start_kind="flip-flop"
export IMPL_ir_worst_vdd_uv=118.5
export IMPL_first_pass_iters=4
export IMPL_maxCapViolations=0
export IMPL_cts_max_level=2
export IMPL_crit_path_max_fanout=10
export IMPL_drv_slew=0
export IMPL_clock_skew_ps=9.138
export IMPL_dieWidth_microns=79.50
export IMPL_pin_count=3
export IMPL_sw_frac_of_total=0.2005
export IMPL_end_kind="output pin"
export IMPL_viasPerCell=4.667
export IMPL_ant_nets=0
export IMPL_cts_resized_gates=0
export IMPL_root_buffer="clkbuf_8"
export IMPL_outcome="finished clean"
export IMPL_rsz0062_at_grt="false"
export IMPL_clk_pin_slew_ps=70
export IMPL_avgRoutedWirePerCell_microns=11.59
export IMPL_antenna_found_initial=0
export IMPL_log_warning_count=29
export IMPL_ys_types=38
export IMPL_yosys_stat_cells=158
export IMPL_worst_pin_slew_ps=422.8
export IMPL_syn_inst=158
export IMPL_endpoint="en_nxt"
export IMPL_core_sq_um=5642
export IMPL_rows=27
export IMPL_fmax_mhz=316.9
export IMPL_area_growth_pct=9.861
export IMPL_arrival_ps=2360
export IMPL_grt_pass1_wl_microns=5023
export IMPL_numSynthFlops=32
export IMPL_combPwrFrac=0.013
export IMPL_cts_tree="done"
export IMPL_avgSynthCellArea_sq_um=11.40
export IMPL_reg2reg_to="i3.cnt[1]"
export IMPL_design_power_total_mw=0.6377
export IMPL_die_area_sq_um=6319
export IMPL_r2r_setup_slack_ps=1970
export IMPL_p_int_mw=0.5098
export IMPL_syn_area_sq_um=1802
export IMPL_slew_headroom=0.7181
export IMPL_r2r_start="i1.cnt[0]"
export IMPL_die_y_microns=79.50
export IMPL_powerDensity_nw_per_um2=322.1
export IMPL_setup_viol=0
export IMPL_insertedDiodeCount=0
export IMPL_crit_required_ps=3200
export IMPL_cts_setup_buffers=0
export IMPL_p_sw_mw=0.1278
export IMPL_fin_util=0.3509
export IMPL_setup_tns_ps=0
export IMPL_design_area_sq_um=1979
export IMPL_ff2ff_path_depth=7
export IMPL_p_clk_frac=0.480
export IMPL_grt_max_degree=33
## worst max-delay path, cell delays in order (launching register included)
cell and delay, ps:
dfrtp_1 410, inv_1 90, ha_1 160, or4b_4 600, nor4_1 310, clkdlybuf4s50_1 500
## synth_stat cells (all sizes together)
library cell,number,area (sq um)
a211o,2,17.52
and2,1,6.260
and4,1,8.760
inv,13,48.80
clkbuf,1,3.750
a31oi,3,18.77
or4b,2,23.77
ha,9,112.6
dfrtp,32,800.8
o21ai,7,35.03
and4bb,1,12.51
nor4b,1,8.760
or3,3,18.77
nor2,8,37.54
or2,1,6.260
nand3,13,65.06
a21oi,3,15.01
o21bai,1,7.510
and4b,1,10.01
xnor2,3,26.28
mux2,4,45.04
buf,5,58.80
xor2,12,105.1
nand2,9,36.29
and3,3,18.77
nand4,4,40.04
a22o,3,26.28
nor4,9,161.4
nor3,3,26.28
## power by group through the flow
| stage | Combinational (mW) | Clock [mW] | Sequential, mW |
|---|---|---|---|
| CTS | 0.00846 | 0.316 | 0.323 |
| global route | 0.00954 | 0.334 | 0.323 |
| finish | 0.00803 | 0.306 | 0.323 |
## kinds of logic (layout without fill, tap and decap cells)
kind of cell,count (synthesis),after routing,share of synthesized area
XOR/XNOR,15,15,0.07292
AND-OR/OR-AND,19,19,0.06667
AND/OR/NAND/NOR,60,60,0.2667
buffers and inverters,19,26,0.06180
flip-flops,32,32,0.4444
adder cells (fa/ha/maj),9,9,0.06250
multiplexers,4,4,0.02500
## stage by stage
stage | hold slack [ps] | setup WS (ps)
6_report | 469.7 | 844.4
5_1_grt | 474.5 | 671.6
4_1_cts | 469.3 | 821.7
3_5_place_dp | 451.6 | 1140
3_3_place_gp | 453.8 | 1169
2_1_floorplan | 434.8 | 1744
## sequential cells by signal (all words and copies together), names as in the netlist
signal,count
i0.cnt,6
i1.cnt,6
i2.cnt,6
i3.cnt,6
i4.cnt,8
## layout by cell type, fill, tap and decap left out, types with 3 or more instances in the layout
cell and n:
dfrtp_1 32, inv_1 13, nand3_1 13, xor2_1 12
ha_1 9, nand2_1 8, nor4_4 7, nor2_1 7
o21ai_0 7, clkbuf_8 5, and3_1 3, mux2_2 3
a22o_1 3, xnor2_1 3, nand4_1 3, or3_1 3
a21oi_1 3, a31oi_1 3, buf_4 3
## layout make-up
type / instances / area (sq um)
Sequential cell: 32 / 800.8
Tap cell: 72 / 90.09
Inverter: 13 / 48.80
Multi-Input combinational cell: 107 / 889.6
Clock inverter: 2 / 35.03
Timing Repair Buffer: 5 / 42.54
Fill cell: 549 / 3662
Clock buffer: 6 / 72.57
## routing by layer
layer	GRT usage	vias up	share of wire
li1	-	566	-
met5	0	-	0
met4	0.01091	0	0.0087
met1	0.1664	522	0.52
met3	0.03712	4	0.043
met2	0.1402	14	0.42
## worst min-delay path by stage
stage / startpoint / end / cells past startpoint
4_1_cts: i4.cnt[5] / i4.cnt[5] / 1
6_report: i0.cnt[5] / i0.cnt[5] / 1
5_1_grt: i4.cnt[5] / i4.cnt[5] / 1
Power figures rest on the tool's default switching activity, not on a simulated workload.
