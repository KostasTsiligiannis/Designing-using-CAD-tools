**run.sh**
```bash
#!/bin/bash
# OpenROAD 26Q1-2900-gdf79404cd8, Yosys 0.63+post, stock flow scripts
make -C /OpenROAD-flow-scripts/flow DESIGN_CONFIG=/design/flow/config.mk WORK_HOME=/design/flow/orfs finish
```
**config.mk**
```make
export PLATFORM = sky130hd
export DESIGN_NAME = tops
export DESIGN_NICKNAME = tops
export VERILOG_FILES = /design/flow/design.v
export SDC_FILE = /design/flow/constraint.sdc
export NUM_CORES = 4
export LEC_CHECK = 1
export CORE_UTILIZATION = 50
```
**constraint.sdc**
```tcl
current_design tops

set clk_period 5.6
set clk_io_pct 0.2

create_clock -name clk0 -period $clk_period [get_ports {clk_100MHz}]

set non_clock_inputs [all_inputs -no_clocks]
set_input_delay [expr $clk_period * $clk_io_pct] -clock clk0 $non_clock_inputs
set_output_delay [expr $clk_period * $clk_io_pct] -clock clk0 [all_outputs]
```
**design.v**
```verilog
module kbd_controller (reset, clk_100MHz, ps2clk, ps2data, scancode, prevscancode);
  input        reset, clk_100MHz, ps2clk, ps2data;
  output [7:0] scancode, prevscancode;
  reg    [7:0] scancode, prevscancode;
  reg    [7:0] ps2clksamples;  
  always @(posedge clk_100MHz or posedge reset)
    if (reset) ps2clksamples <= 8'd0;
      else ps2clksamples <= {ps2clksamples[7:0], ps2clk};
  wire fall_edge;  
  assign fall_edge = (ps2clksamples[7:4] == 4'hF) & (ps2clksamples[3:0] == 4'h0);
  reg    [9:0] shift;    
  reg    [3:0] cnt;      
  reg          f0;       
  always @(posedge clk_100MHz or posedge reset)
    if (reset) 
      begin
        cnt    <= 4'd0;
        scancode <= 8'd0;
		prevscancode <= 8'd0;
        shift    <= 10'd0;
        f0       <= 1'b0;
      end  
     else if (fall_edge)
         begin
           if (cnt == 4'd10)  
             begin
               cnt <= 0;
               if ((shift[0] == 0) && (ps2data == 1) && (^shift[9:1]==1))  
                 begin
                   if (f0)  
                     begin
					   prevscancode <= scancode;
                       scancode <= shift[8:1];
                       f0 <= 0;
                     end
                    else if (shift[8:1] == 8'hF0) f0 <= 1'b1;
                 end  
             end
            else
             begin
               shift <= {ps2data, shift[9:1]};  
               cnt <= cnt+1;
             end
         end
endmodule
module sound_ctrl (
    input clk,          
    input reset,
	input [7:0] scan,   
    input [7:0] prevscan,
	output reg pwm_out,		 
	output [19:0] half_period
);
    reg [19:0] counter = 0;
	reg count = 0; 
	assign half_period = (scan == 8'h23 && prevscan != 8'h12) ? 382233 / 2 :	 
						 (scan == 8'h2D && prevscan != 8'h12) ? 340529 / 2 :	 
						 (scan == 8'h3A && prevscan != 8'h12) ? 303379 / 2 :	 
						 (scan == 8'h2B && prevscan != 8'h12) ? 286345 / 2 :	 
						 (scan == 8'h1B && prevscan != 8'h12) ? 255102 / 2 :	 
						 (scan == 8'h4B && prevscan != 8'h12) ? 227273 / 2 :	 
						 (scan == 8'h21 && prevscan != 8'h12) ? 202478 / 2 :	  
						 (scan == 8'h23 && prevscan == 8'h12) ? 191113 / 2 :	 
						 (scan == 8'h2D && prevscan == 8'h12) ? 170265 / 2 :	 
						 (scan == 8'h3A && prevscan == 8'h12) ? 151690 / 2 :	 
						 (scan == 8'h2B && prevscan == 8'h12) ? 143172 / 2 :	 
						 (scan == 8'h1B && prevscan == 8'h12) ? 127551 / 2 :	 
						 (scan == 8'h4B && prevscan == 8'h12) ? 113636 / 2 :	 
						 (scan == 8'h21 && prevscan == 8'h12) ? 101238 / 2 : 10'd0;
	always @(posedge clk ) begin
if (scan == 8'h0D ) begin
            count <= ~count;
        end
		else begin
			count <= count;
		end	
	end
    always @(posedge clk) begin
		if (!count && half_period != 0) begin  
			if ((counter < half_period)) 
				counter <= counter + 1;
			else begin
				counter <= 0;
				pwm_out <= ~pwm_out;
			end
		end
		else begin
			pwm_out <= 0;  
		end	
    end
endmodule
module tops(clk_100MHz, reset, ps2clk, ps2data, blue, green, red, hsync, vsync, pwm_out);
	input clk_100MHz, reset, ps2clk, ps2data;
	output [2:0] blue, green, red;
	output hsync, vsync, pwm_out;
	wire [7:0] character, prev_character;
	kbd_controller kbd (reset, clk_100MHz, ps2clk, ps2data, character, prev_character);
	vga_controller vga (clk_100MHz, reset, character, prev_character, hsync, vsync, red, green, blue);
	sound_ctrl snd (clk_100MHz, reset, character, prev_character, pwm_out);
endmodule
module vga_controller(
    input clk_100MHz,    
    input reset,         
    input [7:0] scan,
	input [7:0] prevscan,
    output hsync,        
    output vsync,        
    output reg [2:0] red,
	output reg [2:0] green,
	output reg [2:0] blue,
	output [9:0] x,      
	output p_tick,       
	output video_on,     
	output [9:0] y       
    );
    parameter HD = 640;              
    parameter HF = 48;               
    parameter HB = 16;               
    parameter HR = 96;               
    parameter HMAX = HD+HF+HB+HR-1;  
    parameter VD = 400;              
    parameter VF = 35;               
    parameter VB = 12;               
    parameter VR = 2;                
    parameter VMAX = VD+VF+VB+VR-1;  
	reg  [1:0] r_25MHz;
	wire w_25MHz;
	always @(posedge clk_100MHz or posedge reset)
		if(reset)
		  r_25MHz <= 0;
		else
		  r_25MHz <= r_25MHz + 1;
	assign w_25MHz = (r_25MHz == 0) ? 1 : 0;  
    reg [9:0] h_count_reg, h_count_next;
    reg [9:0] v_count_reg, v_count_next;
    reg v_sync_reg, h_sync_reg;
    wire v_sync_next, h_sync_next;
    always @(posedge clk_100MHz or posedge reset)
        if(reset) begin
            v_count_reg <= 0;
            h_count_reg <= 0;
            v_sync_reg  <= 1'b0;
            h_sync_reg  <= 1'b0;
        end
        else begin
            v_count_reg <= v_count_next;
            h_count_reg <= h_count_next;
            v_sync_reg  <= v_sync_next;
            h_sync_reg  <= h_sync_next;
        end
    always @(posedge w_25MHz or posedge reset)       
        if(reset)
            h_count_next = 0;
        else
            if(h_count_reg == HMAX)                  
                h_count_next = 0;
            else
                h_count_next = h_count_reg + 1;         
    always @(posedge w_25MHz or posedge reset)
        if(reset)
            v_count_next = 0;
        else
            if(h_count_reg == HMAX)                  
                if((v_count_reg == VMAX))            
                    v_count_next = 0;
                else
                    v_count_next = v_count_reg + 1;
    assign h_sync_next = ~(h_count_reg >= (HD+HB) && h_count_reg <= (HD+HB+HR-1));
    assign v_sync_next = (v_count_reg >= (VD+VB) && v_count_reg <= (VD+VB+VR-1));
    assign video_on = (h_count_reg < HD) && (v_count_reg < VD);  
	parameter Y_LINE1 = 280;
	parameter Y_LINE2 = 260;
	parameter Y_LINE3 = 240;
	parameter Y_LINE4 = 220;
	parameter Y_LINE5 = 200;
	parameter Y_C = 300;
	parameter Y_D = 290;
	parameter Y_E = 280;
	parameter Y_F = 270;
	parameter Y_G = 260;
	parameter Y_A = 250;
	parameter Y_B = 240;
	parameter Y_C5 = 230;
	parameter Y_D5 = 220;
	parameter Y_E5 = 210;
	parameter Y_F5 = 200;
	parameter Y_G5 = 190;
	parameter Y_A5 = 180;
	parameter Y_B5 = 170;
	parameter NOTE_X = 320; 
	parameter NOTE_RADIUS = 10;
	parameter STEM_HEIGHT = 25; 
	parameter FLAG_WIDTH = 10; 
	parameter FLAG_HEIGHT = 5; 
	parameter LEDGER_LINE_WIDTH = 20;
	wire [9:0] note_y;
	assign note_y = (scan == 8'h23 && prevscan != 8'h12) ? Y_C :	 
	                (scan == 8'h2D && prevscan != 8'h12) ? Y_D :	 
	                (scan == 8'h3A && prevscan != 8'h12) ? Y_E :	 
	                (scan == 8'h2B && prevscan != 8'h12) ? Y_F :	 
	                (scan == 8'h1B && prevscan != 8'h12) ? Y_G :	 
	                (scan == 8'h4B && prevscan != 8'h12) ? Y_A :	 
	                (scan == 8'h21 && prevscan != 8'h12) ? Y_B :	 
					(scan == 8'h23 && prevscan == 8'h12) ? Y_C5 :	 
	                (scan == 8'h2D && prevscan == 8'h12) ? Y_D5 :	 
	                (scan == 8'h3A && prevscan == 8'h12) ? Y_E5 :	 
	                (scan == 8'h2B && prevscan == 8'h12) ? Y_F5 :	 
	                (scan == 8'h1B && prevscan == 8'h12) ? Y_G5 :	 
	                (scan == 8'h4B && prevscan == 8'h12) ? Y_A5 :	 
	                (scan == 8'h21 && prevscan == 8'h12) ? Y_B5 :
					((scan == 8'h76 || scan == 8'h12) || scan == 8'h0D) ? 10'd630 : 10'd650; 
	always @(posedge w_25MHz or posedge reset) begin
			if (reset) begin
				red   <= 3'b000;
				green <= 3'b000;
				blue  <= 3'b000;
			end
			else if (video_on && (note_y != 10'd650)) begin
				if (
				((h_count_reg - NOTE_X) * (h_count_reg - NOTE_X) + 
				 (v_count_reg - note_y) * (v_count_reg - note_y)) <= (NOTE_RADIUS * NOTE_RADIUS) ||
				((scan != 8'h21) && (h_count_reg >= (NOTE_X + 6)) && 
				 (h_count_reg <= (NOTE_X + 8)) && 
				 (v_count_reg <= note_y) && 
				 (v_count_reg >= (note_y - STEM_HEIGHT))) ||
				((scan != 8'h21) && (h_count_reg >= (NOTE_X + 8)) && 
				 (h_count_reg <= (NOTE_X + 8 + FLAG_WIDTH)) && 
				 (v_count_reg >= (note_y - STEM_HEIGHT)) && 
				 (v_count_reg <= (note_y - STEM_HEIGHT + FLAG_HEIGHT))) ||
				((scan == 8'h21) && (h_count_reg >= (NOTE_X + 6)) && 
				 (h_count_reg <= (NOTE_X + 8)) && 
				 (v_count_reg >= note_y) && 
				 (v_count_reg <= (note_y + STEM_HEIGHT))) ||
				((scan == 8'h21) && (h_count_reg >= (NOTE_X + 8)) && 
				 (h_count_reg <= (NOTE_X + 8 + FLAG_WIDTH)) && 
				 (v_count_reg <= (note_y + STEM_HEIGHT)) && 
				 (v_count_reg >= (note_y + STEM_HEIGHT - FLAG_HEIGHT))) ||
				((scan == 8'h23 && prevscan != 8'h12) && (h_count_reg >= (NOTE_X - LEDGER_LINE_WIDTH)) && 
				 (h_count_reg <= (NOTE_X + LEDGER_LINE_WIDTH)) && 
				 (v_count_reg == Y_C)) ||
				 (((scan == 8'h4B && prevscan == 8'h12) ||(scan == 8'h21 && prevscan == 8'h12)) && (h_count_reg >= (NOTE_X - LEDGER_LINE_WIDTH)) && 
				 (h_count_reg <= (NOTE_X + LEDGER_LINE_WIDTH)) && 
				 (v_count_reg == Y_A5))
				) 
				begin	           
		            case (note_y)
	                Y_C: begin   
	                    red   <= 3'd7;
	                    green <= 3'd0;
	                    blue  <= 3'd0;
	                end
	                Y_D: begin   
	                    red   <= 3'd7;
	                    green <= 3'd3;
	                    blue  <= 3'd0;
	                end
	                Y_E: begin   
	                    red   <= 3'd7;
	                    green <= 3'd7;
	                    blue  <= 3'd0;
	                end
	                Y_F: begin   
	                    red   <= 3'd0;
	                    green <= 3'd7;
	                    blue  <= 3'd0;
	                end
	                Y_G: begin   
	                    red   <= 3'd0;
	                    green <= 3'd0;
	                    blue  <= 3'd7;
	                end
	                Y_A: begin   
	                    red   <= 3'd4;
	                    green <= 3'd0;
	                    blue  <= 3'd7;
	                end
	                Y_B: begin   
	                    red   <= 3'd7;
	                    green <= 3'd2;
	                    blue  <= 3'd5;
	                end
					Y_C5: begin   
	                    red   <= 3'd4;
	                    green <= 3'd1;
	                    blue  <= 3'd3;
	                end
	                Y_D5: begin   
	                    red   <= 3'd3;
	                    green <= 3'd6;
	                    blue  <= 3'd4;
	                end
	                Y_E5: begin   
	                    red   <= 3'd2;
	                    green <= 3'd7;
	                    blue  <= 3'd6;
	                end
	                Y_F5: begin   
	                    red   <= 3'd1;
	                    green <= 3'd3;
	                    blue  <= 3'd2;
	                end
	                Y_G5: begin   
	                    red   <= 3'd3;
	                    green <= 3'd5;
	                    blue  <= 3'd2;
	                end
	                Y_A5: begin   
	                    red   <= 3'd4;
	                    green <= 3'd3;
	                    blue  <= 3'd3;
	                end
	                Y_B5: begin   
	                    red   <= 3'd2;
	                    green <= 3'd1;
	                    blue  <= 3'd4;
	                end
	                default: begin
	                    red   <= 3'd0;
	                    green <= 3'd0;
	                    blue  <= 3'd0;
	                end
					endcase
		        end 
				else if ((v_count_reg == Y_LINE1) || (v_count_reg == Y_LINE2) ||
		                    (v_count_reg == Y_LINE3) || (v_count_reg == Y_LINE4) || (v_count_reg == Y_LINE5)) begin
		            red   <= 3'd7;
		            green <= 3'd7;
		            blue  <= 3'd7;
		        end 
				else begin
		            red   <= 3'd0;
		            green <= 3'd0;
		            blue  <= 3'd0;
		        end
			end 
			else begin
		        red   <= 3'd0;
		        green <= 3'd0;
		        blue  <= 3'd0;
		    end
		end
    assign hsync  = h_sync_reg;
    assign vsync  = v_sync_reg;
    assign x      = h_count_reg;
    assign y      = v_count_reg;
    assign p_tick = w_25MHz;
endmodule
```
==> impl_metrics.env <==
# flow metrics
export IMPL_final_setup_skew_ns=0.009318
export IMPL_netlist_area_um2=25860
export IMPL_yosys_cells=2649
export IMPL_power_frac_comb_pct=2.0
export IMPL_top_cell_area_share_pct=39.33
export IMPL_total_power_uw=1291
export IMPL_holdPathEnd="kbd.ps2clksamples[4]"
export IMPL_worstPathArrival_ns=4.72
export IMPL_grt_max_degree=53
export IMPL_synthTopCellsByArea="fa_1, ha_1, inv_1"
export IMPL_ir_worst_vdd_mv=0.1257
export IMPL_cts_tree="done"
export IMPL_rsz0062_at_grt="false"
export IMPL_first_iter_violations=837
export IMPL_seqPwrFrac_pct=49.5
export IMPL_start_kind="register"
export IMPL_top_area_cell="fa_1"
export IMPL_cts_hold_buf=0
export IMPL_clkLatencyLatePin_ns=0.36
export IMPL_dp_hpwl_um=56270
export IMPL_postRouteAntennaNets=0
export IMPL_synthDistinctLibCells=82
export IMPL_ys_warn_count=3
export IMPL_rows=82
export IMPL_clockPowerShare_pct=48.5
export IMPL_initCoreUtil_pct=51.13
export IMPL_cts_repair_resized=0
export IMPL_cts_made_buffers=9
export IMPL_setup_worst_path_end_class="register"
export IMPL_status="finished, final reports clean"
export IMPL_max_slew_margin_pct=42.29
export IMPL_edf_count=21
export IMPL_viasPerCell=5.275
export IMPL_synth_top_cell_by_count="inv_1"
export IMPL_holdPathStages=0
export IMPL_postCtsSetupBuffers=0
export IMPL_track_usage_pct=27.97
export IMPL_async_flop_share_pct=80.70
export IMPL_log_warning_count=58
export IMPL_cap_violations=0
export IMPL_clockRootBuffer="clkbuf_16"
export IMPL_syn_to_final_growth_pct=4.983
export IMPL_finalWeightedCongestion=1.007
export IMPL_largest_register_ffs=20
export IMPL_drc=0
export IMPL_drive_above_1_share_pct=3.199
export IMPL_holdCritStartpoint="kbd.ps2clksamples[3]"
export IMPL_rr_worst_depth=16
export IMPL_p_sw_uw=324.9
export IMPL_antenna_found_initial=1
export IMPL_tns_ns=0
export IMPL_final_hold_viol_count=0
export IMPL_top_cells_by_count="inv_1, fa_1, ha_1"
export IMPL_powerDensity_nw_per_um2=47.54
export IMPL_worstSetupPathType="register to register"
export IMPL_grt_overflow=0
export IMPL_regMostFlops="snd.counter"
export IMPL_dr_pass1_iters=5
export IMPL_postRouteWirelength_um=63330
export IMPL_tightestPinTransition_ns=0.8624
export IMPL_numSynthFlops=114
export IMPL_fp_dieH_um=229.4
export IMPL_cp_max_fo=20
export IMPL_fp_dieW_um=229.4
export IMPL_fin_crit_ns=4.551
export IMPL_wl_per_cell_um=19.02
export IMPL_clock_path_buffers=2
export IMPL_cts_max_level=3
export IMPL_clk_pin_slew_ns=0.08
export IMPL_reg2reg_to="snd.counter[18]"
export IMPL_leakagePower_uw=0.01361
export IMPL_vias=17567
export IMPL_intPower_uw=965.7
export IMPL_hp_class="register to register"
export IMPL_port_buffers=15
export IMPL_grt_first_pass_wirelength_um=106500
export IMPL_grt_pass1_vias=18816
export IMPL_untimed_endpoints=58
export IMPL_setup_viol=0
export IMPL_synth_seq_area_share_pct=11.42
export IMPL_synthCells=2649
export IMPL_io_pins=16
export IMPL_fmax_mhz=219.8
export IMPL_required_ns=5.77
export IMPL_unclocked_pins=29
export IMPL_r2r_slack_ns=1.05
export IMPL_finalClockPeriodUsage_pct=81.26
export IMPL_rr_startpoint="kbd.scancode[4]"
export IMPL_ys_chip_area_um2=25860
export IMPL_slew_viol_final=0
export IMPL_swShare_pct=25.17
export IMPL_dieArea_um2=52630
export IMPL_core_um2=50580
export IMPL_ys_flop_type="dfrtp_1"
export IMPL_synth_area_per_cell_um2=9.762
[worst max-delay path by stage]
stage	start	to	slack, ns	cells after the start
6_report	kbd.scancode[4]	snd.counter[18]	1.05	16
5_1_grt	kbd.scancode[4]	snd.counter[18]	0.79	16
4_1_cts	kbd.scancode[4]	snd.counter[18]	1.15	16
[layout make-up]
type                            instances  area [µm²]
Fill cell                            4504       23430
Multi-Input combinational cell       1845       20300
Sequential cell                       114        2953
Inverter                              645        2422
Tap cell                              672       840.8
Timing Repair Buffer                   37       315.3
Clock buffer                            9       225.2
Clock inverter                          7       91.34
Antenna cell                            1       2.502
[logic make-up (layout without fill, tap and decap cells)]
logic type,count (synthesis),count (layout),share of synthesized area (%)
adders and majority gates,820,820,54.42
buffers and inverters,705,698,10.33
and+or+nand+nor,549,549,10.33
AOI/OAI and AO/OA,292,292,7.432
xor gates and xnor gates,135,135,4.684
DFF,114,114,11.42
muxes,32,32,1.345
other,2,18,0.02904
[worst max-delay path: stages, from the launching register on]
cell and delay (ns):
dfrtp_1 0.48, or4b_1 0.58, nor2_1 0.22, nand3_1 0.34
o21ai_1 0.59, nor2_1 0.14, ha_1 0.32, a21o_1 0.17
a21o_1 0.17, a21oi_1 0.14, nor2b_1 0.06, o21ai_0 0.14
nand2b_1 0.10, a221oi_1 0.29, o21ai_1 0.10, buf_4 0.21
nor4_1 0.30
[per-stage QoR]
step | utilization [%] | setup slack, ns | hold WS [ns] | cell area (µm²) | instances
5_1_grt | 53.67 | 0.7915 | 0.3841 | 27150 | 3329
2_1_floorplan | - | 1.740 | 0.3456 | 25920 | 2664
6_report | 53.67 | 1.049 | 0.3725 | 27150 | 3330
4_1_cts | 53.67 | 1.153 | 0.3733 | 27150 | 3329
3_3_place_gp | 53.04 | 1.177 | 0.3527 | 26830 | 3313
3_5_place_dp | 53.04 | 1.189 | 0.3557 | 26830 | 3313
[per-layer routing]
metal | track usage (%) | up-vias | part of all wire (%)
met5 | 1.011 | - | 0.11
met4 | 2.125 | 2 | 1.0
met3 | 13.26 | 49 | 12
met2 | 35.77 | 605 | 40
met1 | 47.49 | 8636 | 47
li1 | - | 8275 | -
[cell usage in the layout (no fill, tap or decap), types with 33 or more instances in the layout]
cell | netlist | final
a21o_1 | 34 | 34
a21oi_1 | 67 | 66
dfrtp_1 | 92 | 92
fa_1 | 508 | 508
ha_1 | 312 | 312
inv_1 | 640 | 639
nand2_1 | 145 | 145
nand3_1 | 45 | 45
nor2_1 | 155 | 155
nor3_1 | 33 | 33
o21ai_0 | 67 | 67
xnor2_1 | 90 | 90
xor2_1 | 42 | 42
[power groups by stage]
stage     registers, µW  logic (µW)  clock network (µW)
5_1_grt             640        31.5                 676
4_1_cts             639        26.9                 647
6_report            639        25.3                 626
